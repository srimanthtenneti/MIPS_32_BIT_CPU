--- flow/run.sh ---
#!/bin/bash
# OpenROAD 26Q1-2900-gdf79404cd8, Yosys 0.63+post, stock flow scripts
make -C /OpenROAD-flow-scripts/flow DESIGN_CONFIG=/design/flow/config.mk WORK_HOME=/design/flow/orfs finish
--- flow/config.mk ---
export PLATFORM = sky130hd
export DESIGN_NAME = ahb_master
export DESIGN_NICKNAME = ahb_master
export VERILOG_FILES = /design/flow/design.v
export SDC_FILE = /design/flow/constraint.sdc
export NUM_CORES = 4
export LEC_CHECK = 1
export CORE_UTILIZATION = 30
--- flow/constraint.sdc ---
current_design ahb_master

set clk_period 6.6
set clk_io_pct 0.2

create_clock -name clk0 -period $clk_period [get_ports {hClk}]

set non_clock_inputs [all_inputs -no_clocks]
set_input_delay [expr $clk_period * $clk_io_pct] -clock clk0 $non_clock_inputs
set_output_delay [expr $clk_period * $clk_io_pct] -clock clk0 [all_outputs]
--- flow/design.v ---
module ahb_master (
  input hClk,
  input hRst,
  input [31:0] cData,
  input [31:0] cAddr,
  input en,
  input cWr,
  input hReadyout,
  input hResp,
  input [31:0] hRdata,
  input [1:0] ss,
  output reg [1:0] sel,
  output reg [31:0] hAddr,
  output reg hWrite,
  output reg [2:0] hSize,
  output reg [1:0] hTrans,
  output reg hReady,
  output reg [31:0] hWdata,
  output reg [31:0] dout
);
  reg [1:0] state, next_state;
  parameter IDLE  = 2'b00;
  parameter BASE  = 2'b01;
  parameter ST2   = 2'b10;
  parameter ST3   = 2'b11;
  always @ (posedge hClk or negedge hRst)
    begin
      if (~hRst)
        begin
          state = IDLE;
        end
      else
        begin
           state = next_state;
        end
    end
  always @ (*)
    begin
      case(state)
        IDLE : begin
          if (en)
            next_state = BASE;
          else
            next_state = IDLE;
        end
        BASE : begin
          if (cWr)
            next_state = ST2;
          else
            next_state = ST3;
        end
        ST2 : begin
          if (en)
            next_state = BASE;
          else
            next_state = IDLE;
        end
        ST3 : begin
          if (en)
            next_state = BASE;
          else
            next_state = IDLE;
        end      
        default : next_state = IDLE;
      endcase
    end
  always @ (posedge hClk or negedge hRst)
    begin
      if (~hRst)
        begin
           sel       <= 0;
           hAddr     <= 0;
           hWrite    <= 0;
           hSize     <= 0;
           hTrans    <= 0;
           hReady    <= 0;
           hWdata    <= 0;
           dout      <= 0;
        end
      else
        begin
          case (next_state)
             IDLE : begin
                sel    <= ss;
                hAddr  <= cAddr;
                hWrite <= hWrite;
                hReady <= 0;
                hWdata <= hWdata;
                dout   <= dout;
             end
            BASE : begin
               sel    <= ss;
               hAddr  <= cAddr;
               hWrite <= cWr;
               hReady <= 1;
               hWdata <= cData;
               dout   <= dout;
            end
            ST2 : begin
               sel    <= sel;
               hAddr  <= cAddr;
               hWrite <= cWr;
               hReady <= 1;
               hWdata <= cData;
               dout   <= dout;
            end
            ST3 : begin
               sel    <= sel;
               hAddr  <= cAddr;
               hWrite <= cWr;
               hReady <= 1;
               hWdata <= hWdata;
               dout   <= hRdata;
            end
            default : begin
               sel    <= ss;
               hAddr  <= hAddr;
               hWrite <= hWrite;
               hReady <= 0;
               hWdata <= hWdata;
               dout   <= dout;
            end
          endcase
        end
    end
endmodule
==> run summary <==
Root Buffer -> sky130_fd_sc_hd__clkbuf_16
Detailed Route Iter0 Violations -> 88
Yosys Instances -> 199
CTS Hold Bufs -> 0
Drt pass-1 iters -> 4
Crit path required time -> 6.83 ns
Fraction of the core area occupied by cells at floorplan -> 30.7%
Post-route DRC -> 0
Mean cell area of the mapped netlist -> 19.4 um2
Detailed-route wire length -> 7.95 mm
Finished Cell Area -> 0.00626 mm2
Final worst path period need -> 3.27 ns
OpenROAD warning count -> 30
Worst vdd rail ir drop -> 0.145 mV
HPWL after detailed placement -> 5.64 mm
Most frequently placed logic cell in the final layout -> sky130_fd_sc_hd__clkdlybuf4s50_1
Leakage Power -> 2.72 nW
Total Die Area -> 0.0134 mm2
Clk latency late pin -> 0.34 ns
Wire length of the first global-routing pass -> 11.8 mm
Yosys warns -> 1
Horiz. Die Dim -> 116 um
Number of distinct library cells after synthesis -> 16
CTS tree -> built
Number of setup violations in the final report -> 0
GR Overflow Total -> 0
Data arrival, critical path -> 3.50 ns
Layout cells sized above 1 -> 22.0%
Antenna diode count -> 0
Detail Route Antenna Nets -> 0
Launching element type of the critical path -> input pin
Total clock sinks -> 104
Setup total negative slack -> 0 ns
Reported max-cap violation count -> 0
Via count of the first global-routing pass -> 2,305
Category of the worst setup path capture point -> flop
Pin count of the biggest net entering global routing -> 59
Post-DR wirelength/cell -> 13.7 um
Launch instance of the worst register-to-register path -> state[0]
CTS Buffer Depth -> 2
Most numerous logic cells after layout -> sky130_fd_sc_hd__clkdlybuf4s50_1, sky130_fd_sc_hd__dfrtp_1, sky130_fd_sc_hd__mux2_4
Clk slew on worst S/H paths -> 0.07 ns
Path type of the worst min-delay path -> reg -> reg
Post-layout period usage -> 49.5%
Sequential area share after synthesis -> 67.3%
Actual transition at the worst max-transition pin -> 0.718 ns
Headroom to the max-slew limit -> 52.2%
Setup CP Type -> in -> reg
Critical path startpoint -> en
Run status -> complete, no violations
Number of buffers created by CTS -> 9
Number of max-slew violations in the final report -> 0
Placement-stage cell area -> 0.00596 mm2
Final Hold Fails -> 0
I/O pin total -> 209
Startpoint of the tightest hold check path -> dout[0]
Clock tree skew after final layout -> 0.00602 ns
Count of buffers from port buffering -> 201
Chip area in the Yosys report -> 0.00387 mm2
Synthesized area -> 0.00387 mm2
Placeable core region -> 0.0126 mm2
PD cells -> 363 mW/mm2
Antenna violations before repair -> 0
Vias/cell -> 4.06
CTS-repair resized insts -> 0
Global placer's final weighted congestion -> 0.707
Highest clock rate -> 0.306 GHz
Flops out of synthesis -> 104
Height of the die -> 116 um
Site row count -> 41
Layout-stage area growth over the synthesis result -> 61.9%
Gr usage total -> 11.7%
H-tree levels -> 3
Max FO, Critical Path -> 17
Post-CTS setup-driven buffer insertion count -> 0
Instance tally after logic synthesis -> 199
Total via count after detailed routing -> 2,361
RSZ-0062 raised after global routing -> no
through the flow:
stage / hold WS (ns) / utilization (%) / instances / setup slack [ns] / power [W]
floorplan: 0.454 / - / 203 / 4.06 / 0.00124
global placement: 0.490 / 47.2 / 566 / 3.00 / 0.00175
detailed placement: 0.491 / 47.2 / 566 / 2.96 / 0.00175
CTS: 0.510 / 49.6 / 582 / 3.32 / 0.00231
global route: 0.515 / 49.6 / 582 / 3.22 / 0.00240
finish: 0.507 / 49.6 / 582 / 3.33 / 0.00227
power by group:
group | total, W | internal (W) | switching, W | leakage [nW]
combinational | 0.000779 | 0.000648 | 0.000131 | 1.31
sequential | 0.000955 | 0.000846 | 0.000109 | 1.26
clock | 0.000536 | 0.000305 | 0.000231 | 0.145
total | 0.00227 | 0.00180 | 0.000471 | 2.72
sequential cells by signal, indices dropped and copies added (netlist names):
register and flops:
state 4, hWdata 32, hWrite 1, dout 32, hReady 1, hAddr 32, sel 2
synthesized netlist by cell type, drive strengths merged:
cell / count / share of area (%)
or2: 1 / 0.16
buf: 13 / 4.7
mux2: 67 / 25
nor2: 3 / 0.29
and2: 1 / 0.16
inv: 2 / 0.19
conb: 1 / 0.097
nor2b: 1 / 0.16
dfrtp: 103 / 67
nor3: 1 / 0.13
dfstp: 1 / 0.68
ha: 4 / 1.3
o31a: 1 / 0.23
critical path: stages:
cell and delay [ns]:
sky130_fd_sc_hd__clkdlybuf4s50_1 0.48, sky130_fd_sc_hd__o31a_1 0.19, sky130_fd_sc_hd__nor2_1 0.08, sky130_fd_sc_hd__ha_2 0.69
sky130_fd_sc_hd__buf_4 0.39, sky130_fd_sc_hd__mux2_4 0.33
cells by family after synthesis:
logic type | share of synthesized area (%)
DFF | 67.3
muxes | 25.3
buffers and inverters | 4.85
and+or+nand+nor | 0.906
adders and majority gates | 1.29
AOI/OAI and AO/OA | 0.226
other | 0.0969
cell type report:
type	instances	area, um2
Multi-Input combinational cell	84	1100
Tap cell	172	215
Fill cell	1099	6360
Sequential cell	104	2600
Clock buffer	10	239
Clock inverter	6	67.6
Timing Repair Buffer	204	2030
Inverter	2	7.51
worst paths after layout:
kind | end | slack, ns | cells after the start
setup / recovery | hWdata[18] | 3.33 | 6
max in group asynchronous | dout[2] | 4.51 | 2
hold / removal | dout[0] | 0.51 | 1
setup reg to reg | hWdata[18] | 4.27 | 5
min in group asynchronous | dout[15] | 1.03 | 1
hold reg to reg | dout[0] | 0.51 | 1
metal layers:
metal  global-route usage (%)  share of wire (%)  vias to the layer above
li1                         -                  -                     1071
met3                     4.37                 11                       12
met5                        0                  0                        -
met2                     16.3                 42                      119
met1                     18.2                 44                     1159
met4                     2.34                2.1                        0
Power and IR drop assume default switching activity.

**design/flow/design.v**
```verilog
module M32HAIAF_INTEGER_CORE (
input coreClk,
input coreRst,
input [31:0] instr,
input [31:0] dfm, 
output reg [31:0] pc,
output [31:0] maddr,
output [31:0] data2mem,
output write,
output wVram,
output rVram,
output ioWr,
output ioRd
);
reg wreg;
reg wmem;
reg rmem;
reg [31:0] alu_out;
reg [4:0] destRn;
reg [31:0] nxtPc;
wire [31:0] pc_plus_4 = pc + 4;
wire [5:0] opcode = instr[31:26];
wire [4:0] rs     = instr[25:21];
wire [4:0] rt     = instr[20:16]; 
wire [4:0] rd     = instr[15:11];
wire [4:0] sa     = instr[10:6];
wire [5:0] func   = instr[5:0];
wire [15:0] imm   = instr[15:0];
wire [25:0] addr   = instr[25:0];
wire sign          = instr[15];
wire [31:0] offset  = {{14{sign}}, imm, 2'b00};
wire [31:0] j_addr = {pc_plus_4[31:28], addr, 2'b00};
wire iadd = (opcode == 6'h00) & (func == 6'h20); 
wire isub = (opcode == 6'h00) & (func == 6'h22);
wire iand = (opcode == 6'h00) & (func == 6'h24);
wire ior  = (opcode == 6'h00) & (func == 6'h25);
wire ixor = (opcode == 6'h00) & (func == 6'h26); 
wire isll = (opcode == 6'h00) & (func == 6'h00);
wire isrl = (opcode == 6'h00) & (func == 6'h02);
wire isra = (opcode == 6'h00) & (func == 6'h03);
wire ijr  = (opcode == 6'h00) & (func == 6'h08);
wire iaddi = (opcode == 6'h08); 
wire iandi = (opcode == 6'h0c);
wire iori  = (opcode == 6'h0d);
wire ixori = (opcode == 6'h0e); 
wire ilw   = (opcode == 6'h23); 
wire isw   = (opcode == 6'h2b);
wire ibne  = (opcode == 6'h05);
wire ibeq  = (opcode == 6'h04);
wire ilui  = (opcode == 6'h0f);
wire ij    = (opcode == 6'h02);
wire ijal  = (opcode == 6'h03);
always @ (posedge coreClk or negedge coreRst)
  begin
     if (~coreRst)
        pc <= 0;
     else
        pc <= nxtPc;
  end  
wire [31:0] d2rf = ilw ? dfm : alu_out;
reg [31:0] regFile [1:31]; 
wire [31:0] a = (rs == 0) ? 0 : regFile[rs];  
wire [31:0] b = (rt == 0) ? 0 : regFile[rt];  
always @ (posedge coreClk)
  begin
     if (wreg && (destRn != 0))
       regFile[destRn] <= d2rf; 
  end
wire io_space = alu_out[31] & ~alu_out[30] & alu_out[29]; 
wire vr_space = alu_out[31] & alu_out[30] & ~alu_out[29];
assign write = wmem & ~ io_space & ~vr_space; 
assign data2mem = b;
assign maddr = alu_out;
assign ioRd = ~(rmem & io_space); 
assign ioWr = ~(wmem & io_space);
assign wVram = (wmem & vr_space);
assign rVram = (rmem & vr_space);
always @ (*) 
  begin
    alu_out = 0;
    destRn  = rd;
    wreg    = 0;
    wmem    = 0;
    rmem    = 0;
    nxtPc   = pc_plus_4;
    case(1'b1)
      iadd : begin
        alu_out = a + b;
        wreg = 1; 
      end
      isub : begin
        alu_out = a - b;
        wreg = 1;
      end
      iand : begin
        alu_out = a & b;
        wreg = 1;
      end
      ior : begin
        alu_out = a | b;
        wreg = 1;
      end
      ixor : begin
        alu_out = a ^ b;
        wreg = 1;
      end
      isll : begin
        alu_out = b << sa;
        wreg = 1;
      end
      isrl : begin
       alu_out = b >> sa;
       wreg = 1;
      end
      isra : begin
       alu_out = $signed(b) >>> sa;
       wreg = 1;
      end
      ijr : begin
        nxtPc = a;
      end
      iaddi : begin
        alu_out = a + {{16{sign}}, imm};
        destRn = rt;
        wreg = 1;
      end
      iandi : begin
        alu_out = a & {16'h0,imm};
        destRn = rt;
        wreg = 1;
      end
      iori : begin
        alu_out = a | {16'h0,imm};
        destRn = rt;
        wreg = 1;
      end
      ixori : begin
        alu_out = a ^ {16'h0,imm};
        destRn = rt;
        wreg = 1;
      end
      ilw : begin
        alu_out = a + {{16{sign}}, imm};
        destRn = rt;
        rmem = 1;
        wreg = 1;
      end
      isw : begin
        alu_out = a + {{16{sign}}, imm};
        wmem = 1;
      end
      ibeq : begin
        if (a == b)
           nxtPc = pc_plus_4 + offset;
      end
      ibne : begin
        if (a != b)
           nxtPc = pc_plus_4 + offset;
      end
      ilui : begin
        alu_out = {imm, 16'h0};
        destRn = rt;
        wreg = 1;
      end
      ij   : begin
        nxtPc = j_addr;
      end
      ijal : begin 
        alu_out = pc_plus_4;
        wreg = 1;
        destRn = 5'd31;
        nxtPc = j_addr;
      end
      default : ;
     endcase
  end
endmodule
```
**design/flow/run.sh**
```bash
#!/bin/bash
# OpenROAD 26Q1-2900-gdf79404cd8, Yosys 0.63+post, stock flow scripts
make -C /OpenROAD-flow-scripts/flow DESIGN_CONFIG=/design/flow/config.mk WORK_HOME=/design/flow/orfs finish
```
**design/flow/config.mk**
```make
export PLATFORM = sky130hd
export DESIGN_NAME = M32HAIAF_INTEGER_CORE
export DESIGN_NICKNAME = M32HAIAF_INTEGER_CORE
export VERILOG_FILES = /design/flow/design.v
export SDC_FILE = /design/flow/constraint.sdc
export NUM_CORES = 4
export LEC_CHECK = 1
export CORE_UTILIZATION = 50
```
**design/flow/constraint.sdc**
```tcl
current_design M32HAIAF_INTEGER_CORE

set clk_period 28.3
set clk_io_pct 0.2

create_clock -name clk0 -period $clk_period [get_ports {coreClk}]

set non_clock_inputs [all_inputs -no_clocks]
set_input_delay [expr $clk_period * $clk_io_pct] -clock clk0 $non_clock_inputs
set_output_delay [expr $clk_period * $clk_io_pct] -clock clk0 [all_outputs]
```
==> metrics.csv <==
stage;metric;value;unit
status;result of the run;complete, no violations;
synthesis;count of synthesis-stage warnings from yosys;1;
synthesis;Post-synth EDFFs;992;
synthesis;cell count listed in synth_stat.txt;5168;
layout;register area;0.0306;mm2
global_route;Overflow after GRT;0;
clock_network;Bufs on Longest Clock Path;3;
layout;combined area of the multi-input logic cells;0.0305;mm2
synthesis;Post-synth top cells;992 x sky130_fd_sc_hd__edfxtp_1, 452 x sky130_fd_sc_hd__mux2i_1, 315 x sky130_fd_sc_hd__a21oi_1;
floorplanning;number of primary I/O pins;167;
clock_network;number of post-CTS setup repair buffers;0;
synthesis;Synth top area share;47.3;%
drt;wire length per cell;39.3;um
global_route;maximum number of pins on one net before global-route repair;74;
power;leakage power of the design;25.2;nW
drt;final WL;278000;um
final_timing;part of the cycle the worst path needs;70.5;%
worst_setup_path;Max Fanout on Critical Path;45;
flow_run;max-capacitance violation count;0;
final_timing;number of failing hold endpoints at the final stage;0;
final_timing;maximum operating frequency;50.2;MHz
synthesis;cell taking the most area after synthesis;sky130_fd_sc_hd__edfxtp_1;
clock_network;sinks on the clock net;1024;
floorplanning;num rows;129;
drt;initial detailed-routing violation count;4655;
drt;number of antenna-violating nets in the routed design;0;
final_timing;Final Max-Slew Violation Tally;0;
floorplanning;total core area;0.124;mm2
clock_network;Post-CTS Hold Fix Bufs;0;
worst_setup_path;CP Class;primary input to primary output;
drt;top layer reached by signal wires;met5;
synthesis;XOR Share, Synth;1.20;%
global_route;initial antenna violation count;12;
worst_hold_path;class of the worst hold path;register to register;
clock_network;CTS tree;done;
synthesis;Syn Inst Count;5168;
layout;Fill cells;10000;
drt;vias after detailed routing;50700;
synthesis;number of flip-flops and latches in the synthesized netlist;1024;
final_timing;Setup Skew;0.0655;ns
synthesis;simple-gate share of the synthesized area;7.30;%
synthesis;Top non-seq family;multiplexers;
floorplanning;area of the die;0.127;mm2
power;Power Total;4.27;mW
synthesis;sequential element share of the synthesized area;48.5;%
final_timing;total negative slack;0;ns
global_route;global-route wire length before repair;387000;um
drt;Pre-Repair DR Iteration Count;6;
global_route;via count of the first global-routing pass;51800;
placement;Buffers on Ports;166;
synthesis;area fraction in mux cells;18.9;%
synthesis;Chip Area, Yosys;0.0630;mm2
layout;synthesis-to-layout area growth;12.5;%
final_timing;transition time at the pin with the least slew margin;1.34;ns
clock_network;clock latency (worst-skew pair);0.76;ns
synthesis;aoi share;16.9;%
synthesis;leading register cell type out of synthesis;sky130_fd_sc_hd__edfxtp_1;
placement;total half-perimeter wirelength after legalization and detailed placement;191000;um
clock_network;CTS resizes;0;
worst_setup_path;crit end category;primary output;
clock_network;H-tree level count;3;
worst_setup_path;CP arrival;14.28;ns
flow_run;count of warning messages emitted by the tools;105;
drt;post-detailed-route DRC marker count;0;
drt;met2 wire length;122000;um
worst_setup_path;type of element launching the critical path;primary input;
synthesis;adder and majority cell fraction of the synthesized area;3.54;%
synthesis;synthesized area;0.0630;mm2
synthesis;ys async rst share;3.13;%
synthesis;number of distinct library cell variants in the gate-level netlist after synthesis;95;
power;maximum vdd ir drop;0.0000598;V
floorplanning;pre-placement core utilization;50.7;%
clock_network;clock slew seen by the registers of the worst setup and hold paths;0.06;ns
clock_network;TritonCTS buffer count;104;
synthesis;Syn Area/Cell;12.2;um2
drt;vias per inst;7.17;
synthesis;leading post-synthesis cells by cell area;sky130_fd_sc_hd__edfxtp_1 47%, sky130_fd_sc_hd__mux4_2 11%, sky130_fd_sc_hd__mux2i_1 7.2%, sky130_fd_sc_hd__ha_1 3.4%, sky130_fd_sc_hd__a21oi_1 2.5%;
placement;final weighted congestion of routability-driven global placement;1.12;
final_timing;max_slew headroom;10.5;%
floorplanning;horizontal extent of the die;357;um
synthesis;cell with the most instances after synthesis;sky130_fd_sc_hd__edfxtp_1;
layout;share of layout cells above drive strength 1;16.4;%
worst_setup_path;required time reported for the critical path endpoint;22.64;ns
drt;detailed-routed wire length on met3;43300;um
floorplanning;die height;357;um
power;power density over the cells;60.2;mW/mm2
final_timing;shortest clock period the worst path allows after layout;19.94;ns
global_route;total routing resource utilization after global routing;47.6;%
final_timing;RSZ-0062 raised after global routing;no;
clock_network;cell chosen for the clock root;sky130_fd_sc_hd__clkbuf_16;
final_timing;number of setup violations in the final report;0;
drt;met1 routed wirelength after detailed routing;89800;um
logic make-up after synthesis:
logic type	Yosys count
compound gates	1570
xor+xnor	86
fa+ha+maj	176
buf+inv	518
flops	1024
mux	803
simple gates	991
state kept, by name, summed over array words and instances, names as in the netlist:
| register | cells |
|---|---|
| regFile | 992 |
| pc | 32 |
critical path, stage by stage:
cell	delay (ns)
sky130_fd_sc_hd__buf_8	0.41
sky130_fd_sc_hd__buf_4	0.63
sky130_fd_sc_hd__buf_4	0.71
sky130_fd_sc_hd__mux4_2	0.58
sky130_fd_sc_hd__o22ai_1	0.16
sky130_fd_sc_hd__a211oi_1	0.09
sky130_fd_sc_hd__o21ai_0	0.68
sky130_fd_sc_hd__ha_1	0.48
sky130_fd_sc_hd__nand2b_1	0.20
sky130_fd_sc_hd__a21oi_1	0.49
sky130_fd_sc_hd__o311a_1	0.28
sky130_fd_sc_hd__o21ai_0	0.12
sky130_fd_sc_hd__buf_4	0.17
sky130_fd_sc_hd__o311ai_1	0.60
sky130_fd_sc_hd__a31oi_1	0.27
sky130_fd_sc_hd__o41a_1	0.48
sky130_fd_sc_hd__or4_1	0.41
sky130_fd_sc_hd__a32oi_1	0.43
sky130_fd_sc_hd__a31oi_1	0.21
sky130_fd_sc_hd__or2_2	0.36
sky130_fd_sc_hd__nor3b_1	0.20
sky130_fd_sc_hd__clkdlybuf4s50_1	0.49
per-layer routing:
| layer | up-vias | GRT usage (%) |
|---|---|---|
| met1 | 24700 | 57.9 |
| met2 | 3871 | 66.4 |
| met4 | 27 | 28.3 |
| li1 | 21200 | - |
| met5 | - | 2.52 |
| met3 | 932 | 28.9 |
cell usage in the layout, fill, tap and decap left out, drive strengths merged, types with 155 or more instances in the layout:
cell,n
mux2i,452
nor2,311
o21ai,292
buf,289
edfxtp,992
mux4,304
ha,172
a21oi,317
nand2,274
o22ai,155
area by class of cell:
| cell class | count | area share, % |
|---|---|---|
| tap | 1637 | 2.89 |
| sequential | 1024 | 43.2 |
| inverter | 148 | 0.784 |
| clock inverter | 76 | 1.05 |
| antenna | 3 | 0.0106 |
| timing repair buffer | 439 | 5.24 |
| clock buffer | 120 | 3.79 |
| multi-input combinational | 3626 | 43.1 |
worst paths after layout:
kind,cells past startpoint,to,start,slack [ns]
worst min-delay path,2,pc[0],pc[0],0.61
worst max register to register,17,pc[16],regFile[29][28],21.11
worst max-delay path,22,wVram,instr[21],8.36
worst min register to register,2,pc[0],pc[0],0.61
max in group asynchronous,2,pc[1],coreRst,22.96
min in group asynchronous,2,pc[20],coreRst,4.96
power by group:
group / total (mW) / internal (mW) / switching [mW]
logic: 1.12 / 0.391 / 0.730
registers: 1.76 / 1.74 / 0.0242
clock network: 1.38 / 0.769 / 0.615
through the flow:
| stage | util, % | worst slack (ns) | hold WS (ns) | std cells | instance area (um2) |
|---|---|---|---|---|---|
| 2_1_floorplan | - | 10.65 | 0.469 | 5168 | 63000 |
| 3_3_place_gp | 54.3 | 8.72 | 0.590 | 6874 | 67500 |
| 3_5_place_dp | 54.3 | 8.61 | 0.599 | 6874 | 67500 |
| 4_1_cts | 57.0 | 8.57 | 0.611 | 7070 | 70900 |
| 5_1_grt | 57.0 | 8.04 | 0.660 | 7071 | 70900 |
| 6_report | 57.0 | 8.36 | 0.608 | 7073 | 70900 |
No activity file was given, so power comes from the tool's default toggle rates.

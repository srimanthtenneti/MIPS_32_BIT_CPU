==> flow/design.v <==
module AHB_MUX (
  input [31:0] hRdata0,
  input [31:0] hRdata1,
  input [31:0] hRdata2,
  input [31:0] hRdata3,
  input hReadyout0,
  input hReadyout1,
  input hReadyout2,
  input hReadyout3,
  input [1:0] ss,
  output reg [31:0] hRdata,
  output reg hReadyout
);
  always @ *
    begin
      case(ss)
        2'b00 : begin
           hRdata = hRdata0;
           hReadyout = hReadyout0;
        end
        2'b01 : begin
           hRdata = hRdata1;
           hReadyout = hReadyout1;
        end
        2'b10 : begin
           hRdata = hRdata2;
           hReadyout = hReadyout2;
        end
        2'b11 : begin
           hRdata = hRdata3;
           hReadyout = hReadyout3;
        end
      endcase
    end
endmodule
==> flow/run.sh <==
#!/bin/bash
# OpenROAD 26Q1-2900-gdf79404cd8, Yosys 0.63+post, stock flow scripts
make -C /OpenROAD-flow-scripts/flow DESIGN_CONFIG=/design/flow/config.mk WORK_HOME=/design/flow/orfs finish
==> flow/config.mk <==
export PLATFORM = sky130hd
export DESIGN_NAME = AHB_MUX
export DESIGN_NICKNAME = AHB_MUX
export VERILOG_FILES = /design/flow/design.v
export SDC_FILE = /design/flow/constraint.sdc
export NUM_CORES = 4
export LEC_CHECK = 1
export CORE_AREA = 10 10 85 85
export DIE_AREA = 0 0 95 95
==> flow/constraint.sdc <==
current_design AHB_MUX

set clk_period 1.5
set clk_io_pct 0.2

create_clock -name clk0 -period $clk_period

set non_clock_inputs [all_inputs -no_clocks]
set_input_delay [expr $clk_period * $clk_io_pct] -clock clk0 $non_clock_inputs
set_output_delay [expr $clk_period * $clk_io_pct] -clock clk0 [all_outputs]
==> flow_metrics.py <==
# Metrics from the implementation run
metrics = {
    "critical_path": {
        "worstSetupEndpoint": "hRdata[28]",
        "cp.required_ps": 1200,
        "end_kind": "output pin",
        "crit_path_cell_trace": "buf_12 > buf_12 > buf_12 > buf_6 > mux4_2 > buf_2",
        "cp_top_family": "buffers and inverters",
        "max_stage_delay_ps": 480,
        "cpMostUsedCell": "buf_12",
        "worstSetupPathDepth": 6,
        "path_buffers": 5,
        "critical_path.max_fanout": 7,
        "start_kind": "input pin",
        "timing_worst_setup_path_type": "in -> out",
        "crit_path_start": "ss[0]",
        "critPathArrivalTime_ps": 1310,
        "critPathSlowestCell": "mux4_2",
    },
    "placement": {
        "dp_hpwl_um": 5140,
        "gp_congestion": 0.893,
        "place_area_um2": 2580,
        "portBuffers": 167,
    },
    "grt": {
        "antenna_found_initial": 0,
        "grt_pass1_wl_um": 8870,
        "grt_pass1_vias": 1525,
        "grt_start_max_net_pins": 17,
        "grt_usage_pct": 13.2,
        "grt.overflow.total": 0,
    },
    "job": {
        "warnings": 34,
        "cap_violations": 0,
    },
    "outcome": {
        "status": "complete, but fails checks",
        "violations": "setup timing",
    },
    "min_path": {
        "hp-class": "in -> out",
    },
    "sta": {
        "timing.hold.ws_ps": 1080,
        "slew_headroom_pct": 88.7,
        "tightest_slew_ps": 169,
        "setup_ws_ps": -114,
        "period_needed_ps": 1610,
        "finalMaxSlewViolations": 0,
        "hold_viol": 0,
        "max_freq_ghz": 0.620,
        "setup_tns_ps": -869,
        "finalClockPeriodUsage_pct": 108,
        "setup_viol": 30,
        "rsz0062_at_grt": "true",
    },
    "route": {
        "vias_per_cell": 4.38,
        "ant_nets": 0,
        "drt_iter0_markers": 21,
        "drc": 0,
        "num_vias": 1243,
        "dr.pass1.iters": 3,
        "post_drt_wl_per_cell_um": 21.6,
        "drt_wl_total_um": 6120,
        "diodes": 0,
    },
    "logic_synthesis": {
        "syn_area_um2": 845,
        "netlist_instances": 41,
        "yosysChipArea_um2": 845,
        "yosys_cells": 41,
        "syn_avg_cell_area_um2": 20.6,
        "yosysSeqAreaShare_pct": 0,
        "synth_cell_types": 6,
        "ys_warn_count": 1,
    },
    "layout": {
        "drive_gt1_share_pct": 37.7,
        "syn2layout_area_growth_pct": 187,
        "nClkBuffers": 0,
        "regArea_um2": 0,
        "stdcell_area_um2": 2420,
        "fin_util_pct": 44.3,
        "n_sequential_cell": 0,
    },
    "floorplanning": {
        "io_pins": 167,
        "die_w_um": 95,
        "initCoreUtil_pct": 15.4,
        "core_area_um2": 5470,
        "dieArea_um2": 9030,
        "rows": 27,
        "die_h_um": 95,
    },
    "cts": {
        "cts_hold_buf": 0,
    },
    "power_and_ir_drop": {
        "powerDensity_nw_per_um2": 243,
        "p_leak_nw": 1.16,
        "report.power.total_mw": 0.588,
        "ir_drop_uv": 88.0,
    },
}
cells by family (layout without fill, tap and decap cells):
group / after synthesis / in the layout / share of synthesized area [%]
buffers and inverters: 8 / 179 / 10.7
multiplexers: 33 / 33 / 89.3
power breakdown:
| part | switching, mW | total, mW | internal, mW |
|---|---|---|---|
| clock | 0 | 0 | 0 |
| combinational | 0.147 | 0.588 | 0.441 |
| sequential | 0 | 0 | 0 |
per-stage QoR:
step	std cells	setup slack [ps]
2_1_floorplan	41	175
3_3_place_gp	276	-645
3_5_place_dp	276	-658
4_1_cts	284	-119
5_1_grt	284	-146
6_report	284	-114
layer usage:
layer | vias up | global-route usage (%) | part of all wire, %
li1 | 559 | - | -
met1 | 587 | 14.4 | 34
met2 | 95 | 24.7 | 54
met3 | 2 | 5.45 | 11
met4 | 0 | 0.499 | 0.39
met5 | - | 0 | 0
how the worst min path moves through the flow:
stage     slack [ps]          to  depth (start not counted)   startpoint
5_1_grt         1100   hRdata[2]                          3   hRdata0[2]
6_report        1080  hRdata[15]                          3  hRdata2[15]
4_1_cts         1080  hRdata[15]                          3  hRdata0[15]
layout by cell type, fill, tap and decap left out:
cell,netlist,final
dlygate4sd2_1,0,128
mux4_2,30,33
buf_2,3,33
buf_12,3,7
clkdlybuf4s50_1,0,4
buf_16,0,2
buf_6,1,2
buf_4,0,2
bufbuf_16,0,1
Yosys cell counts, drive strengths merged:
library cell,number,share of area (%)
mux4,33,89
clkbuf,1,0.44
buf,7,10
area by class of cell:
type | count | area (um^2)
fill | 582 | 3050
tap | 72 | 90.1
multi-input combinational | 33 | 743
timing repair buffer | 179 | 1590
what timing repair did:
item,4_1_cts,5_1_grt
gates resized,250,0
setup buffers,5,0
cloned,3,0
endpoints found under the setup margin,33,31
No activity file was given, so power comes from the tool's default toggle rates.
